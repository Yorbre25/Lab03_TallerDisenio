$ cat flow/config.mk
export PLATFORM = sky130hd
export DESIGN_NAME = RegistroCargaTop
export DESIGN_NICKNAME = RegistroCargaTop
export VERILOG_FILES = /design/flow/design.v
export SDC_FILE = /design/flow/constraint.sdc
export NUM_CORES = 4
export LEC_CHECK = 1
export CORE_UTILIZATION = 40
$ cat flow/run.sh
#!/bin/bash
# OpenROAD 26Q1-2900-gdf79404cd8, Yosys 0.63+post, stock flow scripts
make -C /OpenROAD-flow-scripts/flow DESIGN_CONFIG=/design/flow/config.mk WORK_HOME=/design/flow/orfs finish
$ cat flow/constraint.sdc
current_design RegistroCargaTop

set clk_period 5.4
set clk_io_pct 0.2

create_clock -name clk0 -period $clk_period [get_ports {clk}]
create_clock -name clk1 -period $clk_period [get_ports {seleccion}]

set non_clock_inputs [all_inputs -no_clocks]
set_input_delay [expr $clk_period * $clk_io_pct] -clock clk0 $non_clock_inputs
set_output_delay [expr $clk_period * $clk_io_pct] -clock clk0 [all_outputs]
$ cat flow/design.v
module RegistroCargaInput #(parameter N=4)(input [N-1:0] a, b, input [3:0] seleccion, input clk, rst, output [2*N+3:0] s);
	logic [2*N+3:0] saux;
	always @ (posedge clk or posedge rst)
		if(rst)
			saux=0;
		else
			saux = {seleccion,b, a};
	assign s = saux;
endmodule 
module RegistroCargaOutput#(parameter N=4)(input [N:0] resultado, input [3:0] flags, input clk, rst, output [N+4:0] s);
	logic [N+4:0] saux;
	always @ (negedge clk or posedge rst)
		if(rst)
			saux=0;
		else
			saux = {flags, resultado};
	assign s = saux;
endmodule 
module RegistroCargaTop #(parameter N=4) (input[N-1:0] a, b, input [3:0] seleccion, input clk, rst, output[6:0] outDisplay, output [3:0] flags, output [3:0] seleccion_aux);
	logic [2*N+3:0] sRegInput;
	logic [N+4:0] sRegOutput;
	logic [N:0] salidaALU;
	logic [3:0] flags_aux;
	logic [N-1:0] a_aux;
	logic [N-1:0] b_aux;
	logic [3:0] selec_aux;
	logic [N:0] salida;
	logic [N:0] s;
	logic [N:0] rSum, rRest, rMod, rMult, rDiv, rAnd, rOr, rXor, rLShift, rRShift;
	Button_Switch button1(seleccion[0], seleccion_aux[0]);
   Button_Switch button2(seleccion[1], seleccion_aux[1]);
   Button_Switch button3(seleccion[2], seleccion_aux[2]);
   Button_Switch button4(seleccion[3], seleccion_aux[3]);
	RegistroCargaInput regCargaIn(a,b,seleccion_aux,clk, rst, sRegInput);
	assign a_aux = sRegInput[(N-1):0];
	assign b_aux = sRegInput[(2*N-1):N];
	assign selec_aux = sRegInput[(2*N+3):(2*N)];
	ALU #(.N(4)) alu_(a_aux, b_aux, rSum, rRest, rMod, rMult, rDiv, rAnd, rOr, rXor, rLShift, rRShift);
	Mux #(.N(4)) mux_(rSum, rRest, rMod, rMult, rDiv, rAnd, rOr, rXor, rLShift, rRShift, selec_aux , salidaALU);
	flag_detector flag_dec(selec_aux, a_aux[N-1], b_aux[N-1], salidaALU, flags_aux, s);
	RegistroCargaOutput regCargaOut(s, flags_aux,clk, rst, sRegOutput);
	assign salida = sRegOutput[N:0];
	DisplayHex display2(salida[3], salida[2], salida[1], salida[0], outDisplay);
	assign flags = sRegOutput[N+4:N+1];
endmodule 
module ALU #(parameter N=4)(input [N-1:0] A, input [N-1:0] B, output [N:0] rSum, rRest, rMod, rMult, rDiv, rAnd, rOr, rXor, rLShift, rRShift);
	logic [N:0] sumAux,restAux,modAux, multAux, divAux, andAux, orAux, xorAux, lShiftAux, rShiftAux;
	Suma sumador(A,B,sumAux);
	Resta restador(A,B,restAux);
	Modulo modulador(A,B,modAux); 
	Multiplicacion multiplicador(A,B,multAux);
	Division divisor(A,B,divAux);
	AndN ander(A,B,andAux);
	OrN orer(A,B,orAux);
	XorN xorer(A,B,xorAux);
	LeftShift lShifter(A,lShiftAux);
	RightShift rShifter(A, rShiftAux); 
	assign rSum = sumAux;
	assign rRest = restAux;
	assign rMod = modAux;
	assign rMult = multAux;
	assign rDiv = divAux;
	assign rAnd = andAux;
	assign rOr = orAux;
	assign rXor = xorAux;
	assign rLShift = lShiftAux;
	assign rRShift = rShiftAux;
endmodule 
module AndN #(parameter N = 4)(input [N-1:0] A, input [N-1:0] B, output [N:0] S);
	assign S[N] = 1'b0;
	assign S = A & B;
endmodule 
module Button_Switch(input button, output s);
    logic sAux = 1'b0;
    always_ff @(posedge button) begin
        if(sAux)
            sAux= 1'b0;
        else
            sAux = 1'b1;
    end
    assign s = sAux;
endmodule
module DisplayHex (input A, B, C, D, output [6:0] display);
	assign display[0] = ~A&~B&~C&D | ~A&B&~C&~D | A&~B&C&D | A&B&~C&D ; 
	assign display[1] = B&C&~D | A&C&D | A&B&~D | ~A&B&~C&D;
	assign display[2] = A&B&~D | A&B&C | ~A&~B&C&~D; 
	assign display[3] = ~B&~C&D | B&C&D | ~A&B&~C&~D | A&~B&C&~D; 
	assign display[4] = ~A&D | ~B&~C&D | ~A&B&~C; 
	assign display[5] = ~A&~B&D | ~A&~B&C | ~A&C&D | A&B&~C&D; 
	assign display[6] = ~A&~B&~C | ~A&B&C&D | A&B&~C&~D; 
endmodule 
module Division #(parameter N = 4)(input [N-1:0] A, input [N-1:0] B, output [N:0] S);
	assign S = A / B;
endmodule 
module LeftShift #(parameter N=4)(input [N-1:0] A, output [N:0] S);
	assign S = A << 1;
endmodule 
module Modulo #(parameter N = 4)(input [N-1:0] A, input [N-1:0] B, output [N:0] S);
	assign S = A % B;
endmodule 
module Multiplicacion #(parameter N = 4)(input [N-1:0] A, input [N-1:0] B, output [N:0] S);
	assign S = A * B;
endmodule 
module Mux #(parameter N=4)(input [N:0] rSum, rRest, rMod, rMult, rDiv, rAnd, rOr, rXor, rLShift, rRShift, input[3:0] seleccion, output [N:0] salida);
	logic [N:0] salidaAux;
	always @(seleccion, rSum, rRest, rMod, rMult, rDiv, rAnd, rOr, rXor, rLShift, rRShift)
		begin
			case(seleccion)
				0: salidaAux = rSum;
				1: salidaAux = rRest; 
				2: salidaAux = rMult; 
				3: salidaAux = rMod;
				4: salidaAux = rDiv;
				5: salidaAux = rAnd;
				6: salidaAux = rOr;
				7: salidaAux = rXor;
				8: salidaAux = rLShift;
				9: salidaAux = rRShift;
				default: salidaAux = 0;
			endcase
		end
	assign salida = salidaAux;
endmodule 
module OrN #(parameter N = 4)(input [N-1:0] A, input [N-1:0] B, output [N:0] S);
	assign S[N] = 1'b0;
	assign S = A | B;
endmodule 
module Overflow(input a0, b0, s0, input [3:0] seleccion, output overflow);
	assign overflow = (~seleccion[0] & ~a0 & ~b0 & s0) | (~seleccion[1] & ~seleccion[0] & a0 & b0 & ~s0) | 
	(~seleccion[1] & seleccion[0] & ~a0 & b0 & s0) | (~seleccion[1] & seleccion[0] & a0 & ~b0 & ~s0) | 
	(seleccion[1] & ~seleccion[0] & ~a0 & b0 & ~s0) | (seleccion[1] & ~seleccion[0] & a0 & ~b0 & ~s0) | 
	(seleccion[1] & ~seleccion[0] & a0 & b0 & s0);
endmodule 
module Resta #(parameter N = 4)(input [N-1:0] A, input [N-1:0] B, output [N:0] S);
	assign S = A - B;
endmodule 
module RightShift #(parameter N=4)(input [N-1:0] A, output [N:0] S);
	assign S = A >> 1;
endmodule 
module Suma #(parameter N = 4)(input [N-1:0] A, input [N-1:0] B, output [N:0] S);
	assign S = A + B;
endmodule 
module XorN #(parameter N = 4)(input [N-1:0] A, input [N-1:0] B, output [N:0] S);
	assign S[N] = 1'b0;
	assign S = A ^ B;
endmodule 
module flag_detector #(parameter N=4)(input [3:0] seleccion, input a0, input b0, input [N:0] salida, output [3:0] flags, output [N:0]s);
	logic overflow_aux, flag0, flag1, flag2, flag3;
	Overflow overflow(a0, b0, salida[N-1], seleccion, overflow_aux);
	logic [N:0] saux;
	always @* begin
		if(salida == 0)
			flag0 = 1'b1;
		else
			flag0 = 1'b0;
	end
	always @* begin
		if(seleccion == 0)
			flag1 = salida[N];
		else 
			flag1 = 1'b0;
	end
	always @* begin
		if(seleccion < 3)begin
			flag2 = overflow_aux;
			flag3 = (overflow_aux | ~salida[N-1]);
			if (~flag3)
				saux = (~salida) + 1;
			else
				saux = salida;
		end
		else begin
			flag2 = 1'b0; 
			flag3 = 1'b0; 
		end
	end
	assign flags[0] = flag0;
	assign flags[1] = flag1;
	assign flags[2] = flag2;
	assign flags[3] = flag3;
	assign s = saux;
endmodule 
==> metrics.cfg <==
[route]
drt-pass1-iter-count = 7
num_antenna_cells = 0
drtAntennaViolNets = 0
routed_wl_um = 8640
via_per_inst = 5.57
drc_errors = 0
drt_iter0_markers = 174
vias = 2971
routedWlPerCell_um = 16.2

[floorplanning]
die_w_um = 84.7
fp.dieH_um = 84.7
die-area_sq_mm = 0.00718
pin_count = 29
coreArea_sq_mm = 0.00646
initial_utilization_pct = 42.4
fp-row-count = 29

[cts]
clockBufferDepth = 2
hold_buffers = 0
cts_buffers = 3
cts-root-buf = clkbuf_8
cts_tree = done
cts_max_level = 1
clkTransAtPathRegs_ps = 70

[global_routing]
track_usage_pct = 24.6
grt_pass1_wl_um = 13700
antenna_found_initial = 0
grt_max_degree = 24
overflow = 0
grt_pass1_vias = 2789

[yosys]
edf_count = 0
common_cells = 34 x ha_1, 26 x inv_1, 24 x nand2_1, 21 x nor2_1, 20 x a21oi_1
post_synth_inst_count = 320
ys.flops = 28
yosysWarnings = 9
yosysTopAreaCellShare_pct = 15.5
synth_area_per_cell_sq_um = 8.55
topCellsByArea = ha_1 16%, dfrtp_1 11%, dfrtn_1 7.3%
synth_top_cell_by_count = ha_1
synth_area_sq_mm = 0.00274
flop_cell = dfrtp_1
yosysCellCount = 320
synth_top_cell_by_area = ha_1
synthArstFlopShare_pct = 71.4
yosys.cell_types.count = 71
yosys-stat-area_sq_mm = 0.00274

[sta]
finalMaxSlewViolations = 0
hold_viol = 0
untimed_endpoints = 8
whs_ps = 84.9
rsz0062_at_grt = true
unclocked_regs = 4
maxSlewHeadroom_pct = 51.3
layout_setup_ws_ps = -2990
skew_ps = 16.2
setup_viol = 4
worst_pin_slew_ps = 724

[power]
cellLeakagePower_nw = 2.03
power_mw = 0.992
powerDensity_mw_per_mm2 = 228
peakVddDrop_v = 0.000174

[final_layout]
drive_gt1_share_pct = 43.6
layout.cells.non_filler = 533
logic_area_sq_mm = 0.00220
final_util_pct = 67.5
area_growth_pct = 59.2
seqCellArea_sq_um = 647
fillers = 452
final_area_sq_mm = 0.00436

[worst_setup_path]
cp-end-kind = register
r2r_slack_ps = -2990
start_kind = register
path_common_cell = buf_4
cp_slowest_stage_delay_ps = 430
critPathKind = reg2reg
timing.rr.end = regCargaOut.saux[5]$_DFF_NP0_
worstPathArrival_ps = 5970
rr_startpoint = regCargaIn.saux[4]$_DFF_PP0_
reg2reg_depth = 39
path_max_fanout = 3
crit_slowest_cell = dfrtp_2
cp.required_ps = 2980

[placement]
dp_hpwl_um = 5810
gp_congestion = 0.898
port_buffers = 24
dp_cells = 476
place_area_sq_mm = 0.00368

[hold_path]
whs_endpoint = regCargaIn.saux[11]$_DFF_PP0_
min_path_cells = 0
hp-class = reg2reg
min_from = button4.sAux$_DFF_P_

[job]
warnings = 42
maxCapViolations = 0

[run_status]
status = finished with violations
violations = setup timing

==> report_power, final <==
group	switching (mW)	internal, mW
combinational	0.271	0.346
clock	0.0477	0.0988
sequential	0.0195	0.209
==> worst max path at each step <==
stage	endpoint	slack, ps	cells past startpoint	startpoint
CTS	regCargaOut.saux[5]$_DFF_NP0_	-2950	32	regCargaIn.saux[4]$_DFF_PP0_
global route	regCargaOut.saux[5]$_DFF_NP0_	-3270	32	regCargaIn.saux[4]$_DFF_PP0_
finish	regCargaOut.saux[5]$_DFF_NP0_	-2990	39	regCargaIn.saux[4]$_DFF_PP0_
==> layout by cell type, fill, tap and decap left out, drive strengths merged, types with 11 or more instances in the layout <==
| cell type | instances |
|---|---|
| buf | 125 |
| dfrtp | 12 |
| inv | 28 |
| o21ai | 17 |
| clkdlybuf4s50 | 17 |
| a21oi | 20 |
| xnor2 | 11 |
| ha | 34 |
| nor2 | 23 |
| nand2 | 25 |
==> registers in the layout (all words and copies together), names as in the netlist <==
register	flops
flag_dec.saux	4
button3.sAux	1
regCargaIn.saux	12
button1.sAux	1
button4.sAux	1
regCargaOut.saux	8
button2.sAux	1
==> worst max-delay path, delay by kind of cell (launching register included) <==
kind,cells,cell delay [ps]
buf+inv,25,3010
fa+ha+maj,3,540
compound gates,6,940
simple gates,4,570
mux,1,250
flops,1,430
==> stage by stage <==
step                      TNS (ps)  setup WS (ps)
after global placement       -9310          -2960
final                        -9520          -2990
after floorplan              -9030          -3190
after CTS                    -9370          -2950
after global routing        -10600          -3270
after detailed placement     -9470          -3040
==> kinds of logic after synthesis <==
group	Yosys count	synth area share, %
latches	4	2.19
adder cells (fa/ha/maj)	39	19.2
AND/OR/NAND/NOR	99	19.3
multiplexers	8	3.38
AND-OR/OR-AND	85	22.6
flip-flops	24	21.2
buffers and inverters	45	7.00
XOR/XNOR	16	5.12
==> routing by layer <==
layer / GRT usage [%] / vias to the layer above / share of wire [%]
met5: 0 / - / 0
li1: - / 1414 / -
met3: 2.79 / 18 / 5.8
met1: 37.7 / 1429 / 48
met2: 39.0 / 110 / 44
met4: 4.01 / 0 / 1.9
==> cell type report <==
class	instances	area share [%]
multi-input combinational	247	50.5
timing repair buffer	149	28.0
sequential	28	14.8
inverter	28	2.76
tap	77	2.21
clock buffer	3	0.948
clock inverter	1	0.689
==> timing repair <==
action,CTS,global route
gates resized,39,23
buffers inserted,40,14
pin swaps,20,23
setup endpoints to repair,10,8
