==> ./design.v <==
module ALU #(parameter N=4)(input [N-1:0] A, input [N-1:0] B, output [N:0] rSum, rRest, rMod, rMult, rDiv, rAnd, rOr, rXor, rLShift, rRShift);
	logic [N:0] sumAux,restAux,modAux, multAux, divAux, andAux, orAux, xorAux, lShiftAux, rShiftAux;
	Suma sumador(A,B,sumAux);
	Resta restador(A,B,restAux);
	Modulo modulador(A,B,modAux); 
	Multiplicacion multiplicador(A,B,multAux);
	Division divisor(A,B,divAux);
	AndN ander(A,B,andAux);
	OrN orer(A,B,orAux);
	XorN xorer(A,B,xorAux);
	LeftShift lShifter(A,lShiftAux);
	RightShift rShifter(A, rShiftAux); 
	assign rSum = sumAux;
	assign rRest = restAux;
	assign rMod = modAux;
	assign rMult = multAux;
	assign rDiv = divAux;
	assign rAnd = andAux;
	assign rOr = orAux;
	assign rXor = xorAux;
	assign rLShift = lShiftAux;
	assign rRShift = rShiftAux;
endmodule 
module AndN #(parameter N = 4)(input [N-1:0] A, input [N-1:0] B, output [N:0] S);
	assign S[N] = 1'b0;
	assign S = A & B;
endmodule 
module Button_Switch(input button, output s);
    logic sAux = 1'b0;
    always_ff @(posedge button) begin
        if(sAux)
            sAux= 1'b0;
        else
            sAux = 1'b1;
    end
    assign s = sAux;
endmodule
module Calcu #(parameter N=4)(input [N-1:0] a,input [N-1:0] b, input [3:0] seleccion, output[6:0] outDisplay, output [3:0] flags, output [3:0] seleccion_aux);
	logic [N:0] salida, s;
	logic [N:0] rSum, rRest, rMod, rMult, rDiv, rAnd, rOr, rXor, rLShift, rRShift;
	Button_Switch button1(seleccion[0], seleccion_aux[0]);
   Button_Switch button2(seleccion[1], seleccion_aux[1]);
   Button_Switch button3(seleccion[2], seleccion_aux[2]);
   Button_Switch button4(seleccion[3], seleccion_aux[3]);
	ALU #(.N(4)) alu1(a, b, rSum, rRest, rMod, rMult, rDiv, rAnd, rOr, rXor, rLShift, rRShift);
	Mux #(.N(4)) mux1(rSum, rRest, rMod, rMult, rDiv, rAnd, rOr, rXor, rLShift, rRShift, seleccion_aux, salida);
	flag_detector flag_dec(seleccion_aux, a[N-1], b[N-1], salida, flags, s);
	DisplayHex display2(s[3], s[2], s[1], s[0], outDisplay);
endmodule 
module DisplayHex (input A, B, C, D, output [6:0] display);
	assign display[0] = ~A&~B&~C&D | ~A&B&~C&~D | A&~B&C&D | A&B&~C&D ; 
	assign display[1] = B&C&~D | A&C&D | A&B&~D | ~A&B&~C&D;
	assign display[2] = A&B&~D | A&B&C | ~A&~B&C&~D; 
	assign display[3] = ~B&~C&D | B&C&D | ~A&B&~C&~D | A&~B&C&~D; 
	assign display[4] = ~A&D | ~B&~C&D | ~A&B&~C; 
	assign display[5] = ~A&~B&D | ~A&~B&C | ~A&C&D | A&B&~C&D; 
	assign display[6] = ~A&~B&~C | ~A&B&C&D | A&B&~C&~D; 
endmodule 
module Division #(parameter N = 4)(input [N-1:0] A, input [N-1:0] B, output [N:0] S);
	assign S = A / B;
endmodule 
module LeftShift #(parameter N=4)(input [N-1:0] A, output [N:0] S);
	assign S = A << 1;
endmodule 
module Modulo #(parameter N = 4)(input [N-1:0] A, input [N-1:0] B, output [N:0] S);
	assign S = A % B;
endmodule 
module Multiplicacion #(parameter N = 4)(input [N-1:0] A, input [N-1:0] B, output [N:0] S);
	assign S = A * B;
endmodule 
module Mux #(parameter N=4)(input [N:0] rSum, rRest, rMod, rMult, rDiv, rAnd, rOr, rXor, rLShift, rRShift, input[3:0] seleccion, output [N:0] salida);
	logic [N:0] salidaAux;
	always @(seleccion, rSum, rRest, rMod, rMult, rDiv, rAnd, rOr, rXor, rLShift, rRShift)
		begin
			case(seleccion)
				0: salidaAux = rSum;
				1: salidaAux = rRest; 
				2: salidaAux = rMult; 
				3: salidaAux = rMod;
				4: salidaAux = rDiv;
				5: salidaAux = rAnd;
				6: salidaAux = rOr;
				7: salidaAux = rXor;
				8: salidaAux = rLShift;
				9: salidaAux = rRShift;
				default: salidaAux = 0;
			endcase
		end
	assign salida = salidaAux;
endmodule 
module OrN #(parameter N = 4)(input [N-1:0] A, input [N-1:0] B, output [N:0] S);
	assign S[N] = 1'b0;
	assign S = A | B;
endmodule 
module Overflow(input a0, b0, s0, input [3:0] seleccion, output overflow);
	assign overflow = (~seleccion[0] & ~a0 & ~b0 & s0) | (~seleccion[1] & ~seleccion[0] & a0 & b0 & ~s0) | 
	(~seleccion[1] & seleccion[0] & ~a0 & b0 & s0) | (~seleccion[1] & seleccion[0] & a0 & ~b0 & ~s0) | 
	(seleccion[1] & ~seleccion[0] & ~a0 & b0 & ~s0) | (seleccion[1] & ~seleccion[0] & a0 & ~b0 & ~s0) | 
	(seleccion[1] & ~seleccion[0] & a0 & b0 & s0);
endmodule 
module Resta #(parameter N = 4)(input [N-1:0] A, input [N-1:0] B, output [N:0] S);
	assign S = A - B;
endmodule 
module RightShift #(parameter N=4)(input [N-1:0] A, output [N:0] S);
	assign S = A >> 1;
endmodule 
module Suma #(parameter N = 4)(input [N-1:0] A, input [N-1:0] B, output [N:0] S);
	assign S = A + B;
endmodule 
module XorN #(parameter N = 4)(input [N-1:0] A, input [N-1:0] B, output [N:0] S);
	assign S[N] = 1'b0;
	assign S = A ^ B;
endmodule 
module flag_detector #(parameter N=4)(input [3:0] seleccion, input a0, input b0, input [N:0] salida, output [3:0] flags, output [N:0]s);
	logic overflow_aux, flag0, flag1, flag2, flag3;
	Overflow overflow(a0, b0, salida[N-1], seleccion, overflow_aux);
	logic [N:0] saux;
	always @* begin
		if(salida == 0)
			flag0 = 1'b1;
		else
			flag0 = 1'b0;
	end
	always @* begin
		if(seleccion == 0)
			flag1 = salida[N];
		else 
			flag1 = 1'b0;
	end
	always @* begin
		if(seleccion < 3)begin
			flag2 = overflow_aux;
			flag3 = (overflow_aux | ~salida[N-1]);
			if (~flag3)
				saux = (~salida) + 1;
			else
				saux = salida;
		end
		else begin
			flag2 = 1'b0; 
			flag3 = 1'b0; 
		end
	end
	assign flags[0] = flag0;
	assign flags[1] = flag1;
	assign flags[2] = flag2;
	assign flags[3] = flag3;
	assign s = saux;
endmodule 
==> ./run.sh <==
#!/bin/bash
# OpenROAD 26Q1-2900-gdf79404cd8, Yosys 0.63+post, stock flow scripts
make -C /OpenROAD-flow-scripts/flow DESIGN_CONFIG=/design/flow/config.mk WORK_HOME=/design/flow/orfs finish
==> ./config.mk <==
export PLATFORM = sky130hd
export DESIGN_NAME = Calcu
export DESIGN_NICKNAME = Calcu
export VERILOG_FILES = /design/flow/design.v
export SDC_FILE = /design/flow/constraint.sdc
export NUM_CORES = 4
export LEC_CHECK = 1
export CORE_UTILIZATION = 30
==> ./constraint.sdc <==
current_design Calcu

set clk_period 10.4
set clk_io_pct 0.2

create_clock -name clk0 -period $clk_period [get_ports {seleccion}]

set non_clock_inputs [all_inputs -no_clocks]
set_input_delay [expr $clk_period * $clk_io_pct] -clock clk0 $non_clock_inputs
set_output_delay [expr $clk_period * $clk_io_pct] -clock clk0 [all_outputs]
==> qor.yml <==
cells_and_area:
  filler_cell_count: 685
  areaGrowthSynthToFinish_pct: 47.76
  regArea_um2: 140.1
  fin_area_mm2: 0.003294
  logic_area_mm2: 0.002128
  drive_above_1_share: 0.3175
pwr:
  seq_power_share: 0.066
  power.switching_uw: 104.2
  switching_share: 0.3935
  internal-power_uw: 160.5
  p_leak_uw: 0.001450
  power_density_mw_per_mm2: 80.35
  max-vdd-ir-drop_uv: 35.44
  power.share.clock: 0
  pwr-share-comb: 0.934
synthesis:
  ff_type: "dlxtp_1"
  synth_area_mm2: 0.002230
  yosysWarnings: 7
  top_cells_by_area: "ha_1, xnor2_1, nor2_1, fa_1, o21ai_0"
  top_area_frac: 0.2076
  top_area_cell: "ha_1"
  synth_area_per_cell_um2: 7.457
  synth-edff-count: 0
  ys_cells: 299
  async_reset_ff_frac: 0
  ys_chip_area_mm2: 0.002230
  syn_inst: 299
  ys_types: 62
  numSynthFlops: 8
timing:
  timing.slew.headroom: 0.4997
  fin_skew_ns: 0
  worst_pin_slew_ns: 0.7495
  unclocked_regs: 4
  final.hold.worst_slack_ns: 0.6865
  min_period_ns: 10.17
  hold_viol_final: 0
  fin_tns_setup_ns: 0
  final.period_utilization: 0.9779
  slew_viol_final: 0
  max_freq_ghz: 0.09833
  untimed_endpoints: 11
  layout_setup_ws_ns: 0.2303
  final-setup-viol-count: 0
placement:
  dpl_cell_area_mm2: 0.002846
  dp_hpwl_um: 4749
  preCtsSetupSlack_ns: -0.7105
  gp_congestion: 0.9306
  io_buffers: 23
global_route:
  grt.total_usage: 0.1694
  antenna_found_initial: 0
  grt_pass1_vias: 2225
  grt_max_degree: 24
  grt_pass1_wl_um: 10320
  grt.overflow.total: 0
drt:
  vias: 2360
  wirelength_um: 6361
  dr.pass1.iters: 4
  postRouteAntennaNets: 0
  viasPerCell: 4.948
  antenna_cells: 0
  drtIter0Drc: 92
  post_drt_wl_per_cell_um: 13.34
  drc_errors: 0
flow_run:
  warning_count: 44
  maxCapViolCount: 0
die:
  die_h_um: 88.21
  die_area_mm2: 0.007781
  core-area_mm2: 0.007214
  die-width_um: 88.21
  row_count: 31
  fp-utilization: 0.3091
  design.portCount: 27
worst_setup_path:
  slowest_stage: "or4b_4"
  path_max_fanout: 5
  crit_start: "b[0]"
  reg2reg_depth: 1
  required_ns: 8.32
  regToRegStartpoint: "button2.sAux"
  crit_path_end_kind: "output port"
  start_kind: "input port"
  cp.arrival_ns: 8.09
  critPathMaxStageDelay_ns: 0.47
  worstSetupPathType: "input port to output port"
  crit_top_cell: "ha_4"
clock_tree:
  ctsHoldBuffers: 0
  clock_latency_ns: 0
  path_clk_slew_ns: 0
worst_hold_path:
  hold_path_depth: 1
  worstHoldStart: "button4.sAux"
  hold_path.class: "flip-flop to flip-flop"
run_status:
  status: "finished clean"
## cells in the mapped netlist (all sizes together) (7+ instances only)
cell,instances
buf,13
o21ai,22
xnor2,14
ha,37
a21oi,17
nor3,9
mux2i,7
nor2,27
inv,25
nand2,21
nand2b,7
## routing by layer
layer | GRT usage | vias up | wire [um] | part of all wire
met1 | 0.2465 | 1056 | 2953 | 0.46
met4 | 0.01026 | 0 | 27 | 0.0042
met2 | 0.2888 | 71 | 3028 | 0.48
li1 | - | 1230 | - | -
met3 | 0.01514 | 3 | 351 | 0.055
met5 | 0 | - | 0 | 0
## cells by family after synthesis
family,synth area share
buffers and inverters,0.09652
DFF,0.03592
AOI/OAI and AO/OA,0.2553
xor gates and xnor gates,0.06678
muxes,0.05331
and+or+nand+nor,0.2127
adders and majority gates,0.2525
latches,0.02694
## state kept, by name (all words and copies together), names as in the netlist
register,count
button1.sAux,1
button4.sAux,1
button2.sAux,1
button3.sAux,1
flag_dec.saux,4
## power by group through the flow
| stage | combinational [uW] | clock [uW] | sequential (uW) |
|---|---|---|---|
| 4_1_cts | 229 | 0 | 17.4 |
| 5_1_grt | 274 | 0 | 17.4 |
| 6_report | 247 | 0 | 17.4 |
## what timing repair did
item | 4_1_cts | 5_1_grt
setup endpoints to repair | 2 | 2
pin swaps | 23 | 23
gates resized | 33 | 40
setup buffers | 17 | 7
## cells in the final DEF (no fill, tap or decap), types with 4 or more instances in the layout
cell type	synthesis	final
dfxtp_1	4	4
buf_4	10	70
o211ai_1	4	4
ha_1	37	30
clkdlybuf4s50_1	0	14
buf_6	2	5
nor3_1	9	9
fa_1	5	5
mux2i_1	7	6
ha_4	0	6
nand2_1	19	17
xnor2_1	14	14
nand2_2	2	4
nor2_1	27	26
nor4_1	4	4
o21ai_0	20	18
inv_1	25	22
nand3_1	5	5
dlxtp_1	4	4
a21oi_1	17	14
nand2b_1	7	7
o21a_1	5	5
## final timing paths
kind	end	slack, ns
worst max-delay path	flags[2]	0.23
worst min-delay path	button4.sAux	0.69
worst max register to register	button2.sAux	9.20
worst min register to register	button4.sAux	0.69
## per-stage QoR
stage | power [uW] | util | cells
6_report | 264.7 | 0.4566 | 477
5_1_grt | 291.1 | 0.4566 | 477
4_1_cts | 246.1 | 0.4310 | 470
3_5_place_dp | 208.9 | 0.3946 | 453
3_3_place_gp | 208.4 | 0.3946 | 453
2_1_floorplan | 135.4 | - | 299
## critical path: cells and delay by family
family          cells  cell delay [ns]
compound gates     12             2.19
fa+ha+maj           5             1.08
buf+inv             7             1.06
simple gates        7             1.32
mux                 1             0.35
## final cells by class
class / instances / share of cell area
inverters: 25 / 0.03076
well taps: 99 / 0.03760
repair buffers: 97 / 0.2431
multi-input cells: 248 / 0.6460
flip-flops and latches: 8 / 0.04254
Power is estimated from default activity; no workload was simulated.
