==> ./design.v <==
module ALU #(parameter N=4)(input [N-1:0] A, input [N-1:0] B, output [N:0] rSum, rRest, rMod, rMult, rDiv, rAnd, rOr, rXor, rLShift, rRShift);
	logic [N:0] sumAux,restAux,modAux, multAux, divAux, andAux, orAux, xorAux, lShiftAux, rShiftAux;
	Suma sumador(A,B,sumAux);
	Resta restador(A,B,restAux);
	Modulo modulador(A,B,modAux); 
	Multiplicacion multiplicador(A,B,multAux);
	Division divisor(A,B,divAux);
	AndN ander(A,B,andAux);
	OrN orer(A,B,orAux);
	XorN xorer(A,B,xorAux);
	LeftShift lShifter(A,lShiftAux);
	RightShift rShifter(A, rShiftAux); 
	assign rSum = sumAux;
	assign rRest = restAux;
	assign rMod = modAux;
	assign rMult = multAux;
	assign rDiv = divAux;
	assign rAnd = andAux;
	assign rOr = orAux;
	assign rXor = xorAux;
	assign rLShift = lShiftAux;
	assign rRShift = rShiftAux;
endmodule 
module AndN #(parameter N = 4)(input [N-1:0] A, input [N-1:0] B, output [N:0] S);
	assign S[N] = 1'b0;
	assign S = A & B;
endmodule 
module Division #(parameter N = 4)(input [N-1:0] A, input [N-1:0] B, output [N:0] S);
	assign S = A / B;
endmodule 
module LeftShift #(parameter N=4)(input [N-1:0] A, output [N:0] S);
	assign S = A << 1;
endmodule 
module Modulo #(parameter N = 4)(input [N-1:0] A, input [N-1:0] B, output [N:0] S);
	assign S = A % B;
endmodule 
module Multiplicacion #(parameter N = 4)(input [N-1:0] A, input [N-1:0] B, output [N:0] S);
	assign S = A * B;
endmodule 
module Mux #(parameter N=4)(input [N:0] rSum, rRest, rMod, rMult, rDiv, rAnd, rOr, rXor, rLShift, rRShift, input[3:0] seleccion, output [N:0] salida);
	logic [N:0] salidaAux;
	always @(seleccion, rSum, rRest, rMod, rMult, rDiv, rAnd, rOr, rXor, rLShift, rRShift)
		begin
			case(seleccion)
				0: salidaAux = rSum;
				1: salidaAux = rRest; 
				2: salidaAux = rMult; 
				3: salidaAux = rMod;
				4: salidaAux = rDiv;
				5: salidaAux = rAnd;
				6: salidaAux = rOr;
				7: salidaAux = rXor;
				8: salidaAux = rLShift;
				9: salidaAux = rRShift;
				default: salidaAux = 0;
			endcase
		end
	assign salida = salidaAux;
endmodule 
module OrN #(parameter N = 4)(input [N-1:0] A, input [N-1:0] B, output [N:0] S);
	assign S[N] = 1'b0;
	assign S = A | B;
endmodule 
module Overflow(input a0, b0, s0, input [3:0] seleccion, output overflow);
	assign overflow = (~seleccion[0] & ~a0 & ~b0 & s0) | (~seleccion[1] & ~seleccion[0] & a0 & b0 & ~s0) | 
	(~seleccion[1] & seleccion[0] & ~a0 & b0 & s0) | (~seleccion[1] & seleccion[0] & a0 & ~b0 & ~s0) | 
	(seleccion[1] & ~seleccion[0] & ~a0 & b0 & ~s0) | (seleccion[1] & ~seleccion[0] & a0 & ~b0 & ~s0) | 
	(seleccion[1] & ~seleccion[0] & a0 & b0 & s0);
endmodule 
module Resta #(parameter N = 4)(input [N-1:0] A, input [N-1:0] B, output [N:0] S);
	assign S = A - B;
endmodule 
module RightShift #(parameter N=4)(input [N-1:0] A, output [N:0] S);
	assign S = A >> 1;
endmodule 
module Suma #(parameter N = 4)(input [N-1:0] A, input [N-1:0] B, output [N:0] S);
	assign S = A + B;
endmodule 
module XorN #(parameter N = 4)(input [N-1:0] A, input [N-1:0] B, output [N:0] S);
	assign S[N] = 1'b0;
	assign S = A ^ B;
endmodule 
module flag_detector #(parameter N=4)(input [3:0] seleccion, input a0, input b0, input [N:0] salida, output [3:0] flags, output [N:0]s);
	logic overflow_aux, flag0, flag1, flag2, flag3;
	Overflow overflow(a0, b0, salida[N-1], seleccion, overflow_aux);
	logic [N:0] saux;
	always @* begin
		if(salida == 0)
			flag0 = 1'b1;
		else
			flag0 = 1'b0;
	end
	always @* begin
		if(seleccion == 0)
			flag1 = salida[N];
		else 
			flag1 = 1'b0;
	end
	always @* begin
		if(seleccion < 3)begin
			flag2 = overflow_aux;
			flag3 = (overflow_aux | ~salida[N-1]);
			if (~flag3)
				saux = (~salida) + 1;
			else
				saux = salida;
		end
		else begin
			flag2 = 1'b0; 
			flag3 = 1'b0; 
		end
	end
	assign flags[0] = flag0;
	assign flags[1] = flag1;
	assign flags[2] = flag2;
	assign flags[3] = flag3;
	assign s = saux;
endmodule 
module simCalcu #(parameter N=4)(input [N-1:0] a,input [N-1:0] b, input [3:0] seleccion, output[N-1:0] salida, output [3:0] flags);
	logic [N:0] rSum, rRest, rMod, rMult, rDiv, rAnd, rOr, rXor, rLShift, rRShift;
	ALU #(.N(4)) alu1(a, b, rSum, rRest, rMod, rMult, rDiv, rAnd, rOr, rXor, rLShift, rRShift);
	Mux #(.N(4)) mux1(rSum, rRest, rMod, rMult, rDiv, rAnd, rOr, rXor, rLShift, rRShift, seleccion, salida);
	flag_detector flag_dec(seleccion, a[N-1], b[N-1], salida, flags);
endmodule 
==> ./run.sh <==
#!/bin/bash
# OpenROAD 26Q1-2900-gdf79404cd8, Yosys 0.63+post, stock flow scripts
make -C /OpenROAD-flow-scripts/flow DESIGN_CONFIG=/design/flow/config.mk WORK_HOME=/design/flow/orfs finish
==> ./config.mk <==
export PLATFORM = sky130hd
export DESIGN_NAME = simCalcu
export DESIGN_NICKNAME = simCalcu
export VERILOG_FILES = /design/flow/design.v
export SDC_FILE = /design/flow/constraint.sdc
export NUM_CORES = 4
export LEC_CHECK = 1
export CORE_AREA = 10 10 92 92
export DIE_AREA = 0 0 102 102
==> ./constraint.sdc <==
current_design simCalcu

set clk_period 10.0
set clk_io_pct 0.2

create_clock -name clk0 -period $clk_period

set non_clock_inputs [all_inputs -no_clocks]
set_input_delay [expr $clk_period * $clk_io_pct] -clock clk0 $non_clock_inputs
set_output_delay [expr $clk_period * $clk_io_pct] -clock clk0 [all_outputs]
==> impl_metrics.ini <==
; implementation run metrics
[status]
run_status = finished, final reports clean

[routing]
vias_per_cell = 5.12
drtIter0Drc = 147
drc_errors = 0
avgRoutedWirePerCell_um = 14.8
drt-pass1-iter-count = 4
vias = 1721
num_antenna_cells = 0
wirelength_um = 4980
ant_nets = 0

[floorplanning]
core_area_mm2 = 0.00646
fp.dieH_um = 102
die-area_mm2 = 0.0104
dieWidth_um = 102
rows = 29
io_pins = 20
initCoreUtil = 0.240

[sta]
post-route-min-period_ps = 9930
maxSlewViolCount = 0
fmax_ghz = 0.101
grt_setup_unrepaired = yes
hold_viol_final = 0
slew_headroom = 0.470
setup_violations = 0
worstMarginPinSlew_ps = 792
fin_crit_sh = 0.993
finalWorstSetupSlack_ps = 69.6

[setup_path]
crit_start = a[1]
path_class = in -> out
worst-path-buf-inv = 6
arrival_ps = 7930
cp_max_fo = 5
worstSetupPathDepth = 31
critical_path.max_stage_delay_ps = 370
cp_common_cell = ha_4
timing.critical_path.to = flags[2]
cp_top_family = AND-OR/OR-AND gates
cp-end-kind = primary output
required_ps = 8000
cp_slowest_cell = or3_1
start_kind = input port

[run]
max_cap_violations = 0
warnings = 43

[yosys]
synthXorXnorAreaFrac = 0.0962
ys_sh_aoi = 0.232
syn_area_mm2 = 0.00155
ys_sh_mux = 0.0946
ys_area_mm2 = 0.00155
synthTopLogicFamily = adder cells
yosys.stat.seqShare = 0
ys_types = 48
ys_cells = 206
syn_inst = 206
simple_gate_share = 0.200
adder_share = 0.285
avgSynthCellArea_um2 = 7.51
yosys_warnings = 8

[placed_design]
gp_congestion = 0.959
dp_slack_ps = -931
dp_hpwl_um = 3740
numPortBuffers = 19

[layout]
layout-drive-gt1-share = 0.386
areaGrowthSynthToFinish_pct = 54.0
regArea_um2 = 0
fin_util = 0.369
clkbuf_count = 0
mostFrequentLayoutCells = buf_4, ha_1, nand2_1, xnor2_1, nor2_1
flop-count = 0
layout_top_cell = buf_4

[power]
power_frac_comb = 1.000
power.internal_mw = 0.0971
power.density_mw_per_mm2 = 75.3
ir_drop_uv = 39.6
pwr-share-clk = 0
p_seq_frac = 0
p_sw_mw = 0.0824
p_leak_nw = 1.06
switching_share = 0.459

[global_route]
antenna_found_initial = 0
grt_use_total = 0.0953
grt_pass1_vias = 1689
grt_pass1_wl_um = 8320
grt.overflow.total = 0
grt_max_degree = 19

[clock_network]
hold_buffers = 0

[min_path]
min_path_type = in -> out
==> through the flow <==
stage / hold slack [ps] / setup TNS [ps] / instances / power, mW / cell area, um^2
final: 4620 / 0 / 336 / 0.180 / 2380
after global routing: 4680 / -657 / 336 / 0.198 / 2380
after CTS: 4810 / -54.8 / 332 / 0.165 / 2250
after detailed placement: 5290 / -5840 / 318 / 0.140 / 1990
after global placement: 5290 / -5200 / 318 / 0.139 / 1990
after floorplan: 4190 / 0 / 206 / 0.0900 / 1550
==> kinds of logic (layout without fill, tap and decap cells) <==
kind of cell	after synthesis	in the layout
xor gates and xnor gates	17	17
adders and majority gates	34	34
and+or+nand+nor	60	60
other	1	1
muxes	13	13
buffers and inverters	30	83
AOI/OAI and AO/OA	51	51
==> power groups by stage <==
stage	sequential, mW	combinational (mW)	clock (mW)
finish	0	0.180	0
global route	0	0.198	0
CTS	0	0.165	0
==> layout make-up <==
| type | count | area [um^2] |
|---|---|---|
| fill | 618 | 4080 |
| tap | 77 | 96.3 |
| inverter | 14 | 62.6 |
| multi-input combinational | 176 | 1670 |
| timing repair buffer | 69 | 553 |
==> cells in the mapped netlist, drive strengths merged (6+ instances only) <==
master  count  area [um^2]
buf         7         53.8
nor2       13         48.8
nand2      14         52.6
nor2b       7         43.8
a21oi      10         53.8
mux2i       6         60.1
ha         32          400
xnor2      12          105
o21ai       9         48.8
clkbuf      9         33.8
mux2        7         86.3
inv        13         48.8
nand3       9         45.0
==> worst min-delay path by stage <==
stage	startpoint	depth (start not counted)	slack, ps	to
4_1_cts	b[3]	6	4810	flags[2]
5_1_grt	a[3]	6	4680	flags[3]
6_report	a[3]	6	4620	flags[3]
==> tightest hold or removal path: cells and delay by family <==
kind / cells / cell delay [ps]
AND-OR/OR-AND: 2 / 200
AND/OR/NAND/NOR: 1 / 130
buffers and inverters: 3 / 280
==> repair_timing <==
action                     CTS  global route
buffers inserted            15             4
pin swaps                   22            20
gates resized               69            24
setup endpoints to repair    7             7
==> per-layer routing <==
metal	part of all wire	wire length [um]	track usage
met1	0.49	2450	0.140
met2	0.43	2150	0.153
met3	0.067	332	0.00818
met4	0.010	52	0.00868
met5	0	0	0
Power and IR drop assume default switching activity.
